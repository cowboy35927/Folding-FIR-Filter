==> flow/design.v <==
`timescale 1ns / 10ps
module FIR(
    input rst,
    input clk,
    input en,
    input signed [16-1:0] din,
    output  reg signed [16-1:0] dout
    );
    integer  i;
    parameter signed tap0 =16'hFF9F;
    parameter signed tap1 =16'h00A4 ;
    parameter signed tap2 =16'h02A5 ;
    parameter signed tap3 =16'h0338 ;
    parameter signed tap4 =16'h004C ;
    parameter signed tap5 =16'hFCB3 ;
    parameter signed tap6 =16'hFDF5 ;
    parameter signed tap7 =16'h03BD ;
    parameter signed tap8 =16'h056C ;
    parameter signed tap9 =16'hFD6A ;
    parameter signed tap10=16'hF50B ;
    parameter signed tap11=16'hFD47 ;
    parameter signed tap12=16'h188F ;
    parameter signed tap13=16'h3218 ;
    reg enable_id;
    reg [4:0] index ;
    reg signed [16-1:0]tap_coef[0:28-1];
    reg signed [16-1:0] buffer;    
    reg signed [16-1:0] d_input[0:28-1];
    reg signed [(2*16)-1:0] temp_output; 
    reg [20:0] counter_r;   
    reg signed  [(2*16)-1:0] D_in;
    always @(posedge clk or posedge rst) begin
       if(rst)begin
             buffer <= 0;
             enable_id<= 0;
       end
       else begin
          if(en)begin
             buffer <= din;
             enable_id<=1'd1;
          end
          else begin
             buffer <= buffer ;
             enable_id<=1'd0;
          end
       end
    end 
    always @(posedge clk or posedge rst ) begin
       if(rst)begin
	        counter_r <= 0;
	  end
	  else begin
            if(en)begin
              counter_r <=  counter_r+1;
	    end
            else begin
		counter_r<=counter_r;
	    end
	  end	
    end
    always @(posedge clk or posedge rst) begin
       if(rst)begin
		tap_coef[0]<=tap0;
          tap_coef[1]<=tap1;
          tap_coef[2]<=tap2;
          tap_coef[3]<=tap3;
          tap_coef[4]<=tap4;
          tap_coef[5]<=tap5;
          tap_coef[6]<=tap6;
          tap_coef[7]<=tap7;
          tap_coef[8]<=tap8;
          tap_coef[9]<=tap9;
          tap_coef[10]<=tap10;
          tap_coef[11]<=tap11;
          tap_coef[12]<=tap12;
          tap_coef[13]<=tap13;     
          tap_coef[14]<=tap13;
          tap_coef[15]<=tap12;
          tap_coef[16]<=tap11;
          tap_coef[17]<=tap10;
          tap_coef[18]<=tap9;
          tap_coef[19]<=tap8;
          tap_coef[20]<=tap7;
          tap_coef[21]<=tap6;
          tap_coef[22]<=tap5;
          tap_coef[23]<=tap4;
          tap_coef[24]<=tap3;
          tap_coef[25]<=tap2;
          tap_coef[26]<=tap1;
          tap_coef[27]<=tap0;
       end
       else begin
          tap_coef[0]<=tap_coef[0];
          tap_coef[1]<=tap_coef[1];
          tap_coef[2]<=tap_coef[2];
          tap_coef[3]<=tap_coef[3];
          tap_coef[4]<=tap_coef[4];
          tap_coef[5]<=tap_coef[5];
          tap_coef[6]<=tap_coef[6];
          tap_coef[7]<=tap_coef[7];
          tap_coef[8]<=tap_coef[8];
          tap_coef[9]<=tap_coef[9];
          tap_coef[10]<=tap_coef[10];
          tap_coef[11]<=tap_coef[11];
          tap_coef[12]<=tap_coef[12];
          tap_coef[13]<=tap_coef[13];     
          tap_coef[14]<=tap_coef[14];
          tap_coef[15]<=tap_coef[15];
          tap_coef[16]<=tap_coef[16];
          tap_coef[17]<=tap_coef[17];
          tap_coef[18]<=tap_coef[18];
          tap_coef[19]<=tap_coef[19];
          tap_coef[20]<=tap_coef[20];
          tap_coef[21]<=tap_coef[21];
          tap_coef[22]<=tap_coef[22];
          tap_coef[23]<=tap_coef[23];
          tap_coef[24]<=tap_coef[24];
          tap_coef[25]<=tap_coef[25];
          tap_coef[26]<=tap_coef[26];
          tap_coef[27]<=tap_coef[27];  
       end
    end
    always@(posedge clk or posedge rst)begin
        if(rst)begin
            for(i=0;i<28;i=i+1)
            begin
                d_input[i]<=16'h0000;
            end
        end
        else begin
	  if(counter_r==1 || index==5'd28)begin
		    d_input[0]<=buffer;
		    d_input[1]<=d_input[0];
		    d_input[2]<=d_input[1];
		    d_input[3]<=d_input[2];
		    d_input[4]<=d_input[3];
		    d_input[5]<=d_input[4];
		    d_input[6]<=d_input[5];
		    d_input[7]<=d_input[6];
		    d_input[8]<=d_input[7];
		    d_input[9]<=d_input[8];
		    d_input[10]<=d_input[9];
		    d_input[11]<=d_input[10];
		    d_input[12]<=d_input[11];
		    d_input[13]<=d_input[12];
		    d_input[14]<=d_input[13];
		    d_input[15]<=d_input[14];
		    d_input[16]<=d_input[15];
		    d_input[17]<=d_input[16];
		    d_input[18]<=d_input[17];
		    d_input[19]<=d_input[18];
		    d_input[20]<=d_input[19];
		    d_input[21]<=d_input[20];
		    d_input[22]<=d_input[21];
		    d_input[23]<=d_input[22];
		    d_input[24]<=d_input[23];
		    d_input[25]<=d_input[24];
		    d_input[26]<=d_input[25];
		    d_input[27]<=d_input[26];
	   end
	   else begin
		    d_input[0]<=d_input[0];
		    d_input[1]<=d_input[1];
		    d_input[2]<=d_input[2];
		    d_input[3]<=d_input[3];
		    d_input[4]<=d_input[4];
		    d_input[5]<=d_input[5];
		    d_input[6]<=d_input[6];
		    d_input[7]<=d_input[7];
		    d_input[8]<=d_input[8];
		    d_input[9]<=d_input[9];
		    d_input[10]<=d_input[10];
		    d_input[11]<=d_input[11];
		    d_input[12]<=d_input[12];
		    d_input[13]<=d_input[13];
		    d_input[14]<=d_input[14];
		    d_input[15]<=d_input[15];
		    d_input[16]<=d_input[16];
		    d_input[17]<=d_input[17];
		    d_input[18]<=d_input[18];
		    d_input[19]<=d_input[19];
		    d_input[20]<=d_input[20];
		    d_input[21]<=d_input[21];
		    d_input[22]<=d_input[22];
		    d_input[23]<=d_input[23];
		    d_input[24]<=d_input[24];
		    d_input[25]<=d_input[25];
		    d_input[26]<=d_input[26];
		    d_input[27]<=d_input[27];
           end
        end
    end
   always@(posedge clk or posedge rst)begin
        if(rst)begin
            index<=5'd0;          
        end
        else begin
           if(index==5'd28)begin
               index<=0;
           end
           else if (enable_id)begin
               index<=index+1;
           end
           else begin
               index<=5'd0;
           end
        end
    end
    always@(posedge clk or posedge rst)begin
        if(rst)begin
            temp_output<=32'd0;
        end
        else begin
           if(index==5'd0)begin
	          dout<={temp_output[31],temp_output[29:15]};
               temp_output<=32'd0;
           end
           else if (enable_id )begin
			if( index!=32'd28)begin
			   temp_output<=temp_output+ D_in;
			end
			else begin
                  temp_output<=temp_output+ D_in;
			end
           end
           else begin
               temp_output<=32'd0;
           end
        end
    end
	always@(posedge clk or posedge rst)begin
        if(rst)begin
	       D_in<=32'd0;
        end
        else begin
            if (enable_id && index!=32'd28 )begin
	           D_in<=d_input[index]*tap_coef[index];
           end
           else begin
                D_in<=32'd0;
           end
        end
    end
endmodule
==> flow/run.sh <==
#!/bin/bash
# OpenROAD 26Q1-2900-gdf79404cd8, Yosys 0.63+post, stock flow scripts
make -C /OpenROAD-flow-scripts/flow DESIGN_CONFIG=/design/flow/config.mk WORK_HOME=/design/flow/orfs finish
==> flow/config.mk <==
export PLATFORM = sky130hd
export DESIGN_NAME = FIR
export DESIGN_NICKNAME = FIR
export VERILOG_FILES = /design/flow/design.v
export SDC_FILE = /design/flow/constraint.sdc
export NUM_CORES = 4
export LEC_CHECK = 1
export CORE_UTILIZATION = 50
==> flow/constraint.sdc <==
current_design FIR

set clk_period 54.0
set clk_io_pct 0.2

create_clock -name clk0 -period $clk_period [get_ports {clk}]

set non_clock_inputs [all_inputs -no_clocks]
set_input_delay [expr $clk_period * $clk_io_pct] -clock clk0 $non_clock_inputs
set_output_delay [expr $clk_period * $clk_io_pct] -clock clk0 [all_outputs]
==> results.yml <==
# physical design summary
clocking:
  cts_resized: 0
  h-tree-depth: 2
  clk_pin_slew_worst_paths_ns: 0.06
  cts_hold_buf: 0
  post-cts-setup-buffers: 0
  clock_tree.buffer_depth: 3
  numCtsBuffers: 59
  clk_latency_ns: 0.64
  cts.sinks: 571
  tritoncts: "done"
  root_buffer: "clkbuf_16"
floorplanning:
  die_w_um: 267
  std_cell_rows: 96
  boundaryPins: 35
  die_area_mm2: 0.0712
  initCoreUtil: 0.508
  die_height_um: 267
  core-area_mm2: 0.0691
power_and_ir_drop:
  swShare: 0.413
  sequentialPowerShare: 0.216
  intPower_uw: 1270
  peakVddDrop_v: 0.0000910
  total_power_uw: 2170
  p_switching_uw: 898
  p_comb_frac: 0.577
  clock_power_share: 0.207
  powerDensity_mw_per_mm2: 55.8
  leakage_uw: 0.0190
timing:
  grt_setup_unrepaired: "false"
  max_clock_freq_mhz: 75.2
  post-route-period-util: 0.246
  slew_headroom: 0.378
  period_needed_ns: 13.29
  setup_ws_ns: 40.71
  setup_viol: 0
  report.final.hold_viol_count: 0
  finalMaxSlewViolations: 0
  fin_tns_setup_ns: 0
  tightest_slew_ns: 0.934
  skew_ns: 0.0246
detailed_routing:
  drtIter0Drc: 1640
  via_per_inst: 5.71
  detail-route-antenna-nets: 0
  wl_per_cell_um: 21.3
  diodes: 0
  drc: 0
  drt_pass1_iterations: 6
  routed_wl_mm: 85.0
  vias: 22787
global_routing:
  grt_pass1_wl_mm: 137
  antenna_found_initial: 1
  grtUsageTotal: 0.266
  first_global_vias: 23702
  gr-total-overflow: 0
  grt_max_degree: 139
yosys:
  syn_inst: 3003
  avgSynthCellArea_um2: 11.7
  ys_cells: 3003
  yosys_area_mm2: 0.0351
  ys_ff: 571
  syn-cell-area_mm2: 0.0351
  top_cell_area_share: 0.396
  synth_seq_share: 0.409
  yosysWarningCount: 3
  synth-edff-count: 16
  ys_types: 72
  top_area_cell: "dfrtp_1"
  area_leaders: "dfrtp_1 (40%), fa_1 (15%), mux2_2 (15%)"
  ys.flop_type: "dfrtp_1"
  synth-async-reset-ratio: 0.972
place:
  portBuffers: 34
  dp_slack_ns: 39.95
  gp_congestion: 0.901
  post-dp-hpwl_mm: 55.7
  placed_cells: 3881
min_path:
  worstHoldPathType: "flip-flop to flip-flop"
finish:
  area_delta_synth_final_pct: 10.9
  seq_area_mm2: 0.0144
  nFillCells: 5550
  postLayoutCoreUtil: 0.563
  drive_gt1_frac: 0.223
  final_layout_top_logic_cell: "dfrtp_1"
  layout_top_cells: "dfrtp_1 (554), mux2_2 (463), inv_1 (317)"
  layoutNonFillerInstCount: 3993
  comb_area_mm2: 0.0191
critical_path:
  cp-start-kind: "input pin"
  path_max_fanout: 101
  crit_required_ns: 54.68
  critPathCaptureType: "asynchronous set/reset pin"
  arrival_ns: 13.97
  r2r_slack_ns: 44.09
  reg2reg_from: "index[0]"
  rr_worst_depth: 31
  r2r-end: "D_in[31]"
  startpoint: "rst"
  crit_type: "input pin to asynchronous set/reset pin"
  cp-endpoint: "d_input[15][9]"
job:
  maxCapViolCount: 0
  warnings: 35
status:
  status: "finished, final reports clean"
==> Yosys cell counts (5+ instances only) <==
cell and n:
a222oi_1 12, a31oi_1 10, nand2b_1 49, a21o_1 31, o21a_1 19, o211ai_1 5, mux2_2 463, edfxtp_1 16
nor3_1 42, nor2_1 200, a211oi_1 16, xnor2_1 44, and2_1 37, xor2_1 27, nor2b_1 26, a21oi_1 48
buf_4 6, nand2_1 112, o21ai_0 39, nor3b_1 6, ha_1 119, a22o_1 40, or2_2 5, or4_1 6
a221oi_1 39, clkbuf_1 123, a22oi_1 119, nand3_1 19, buf_2 17, buf_1 9, nor4_1 6, or3_1 7
dfrtp_1 555, and4b_1 9, nor4bb_1 10, and3_1 17, inv_1 318, nand4_1 50, fa_1 263
==> flip-flops by register name (all words and copies together), names as in the netlist <==
name         flops
D_in            32
counter_r       21
d_input        448
dout            16
index            5
buffer          16
enable_id        1
temp_output     32
==> metal layers <==
layer / share of wire / global-route usage / up-vias
met5: 0 / 0 / -
met3: 0.085 / 0.0843 / 163
met2: 0.46 / 0.399 / 670
met4: 0.032 / 0.0693 / 0
met1: 0.42 / 0.396 / 11547
li1: - / - / 10407
==> worst min-delay path by stage <==
stage / start / end / cells after the start
after CTS: temp_output[15] / dout[0] / 0
after global routing: temp_output[16] / dout[1] / 0
final: temp_output[15] / dout[0] / 0
==> through the flow <==
step | cell area, µm² | hold slack [ns]
floorplan | 35100 | 0.431
CTS | 38900 | 0.455
global route | 38900 | 0.474
detailed placement | 36700 | 0.441
finish | 38900 | 0.455
global placement | 36700 | 0.440
==> kinds of logic after synthesis <==
kind of cell,synth area share
AOI/OAI and AO/OA,0.0906
xor gates and xnor gates,0.0182
adders and majority gates,0.192
buffers and inverters,0.0522
DFF,0.409
muxes,0.149
and+or+nand+nor,0.0877
==> worst max-delay path, cell delays in order <==
cell and delay, ns:
clkdlybuf4s50_1 0.49, inv_8 0.49, buf_4 0.70, buf_4 0.61, buf_4 0.71
==> power groups by stage <==
| stage | logic (µW) | clock network [µW] | registers, µW |
|---|---|---|---|
| 4_1_cts | 1270 | 459 | 469 |
| 6_report | 1250 | 449 | 469 |
| 5_1_grt | 1470 | 477 | 471 |
==> layout make-up <==
| class | instances | area share |
|---|---|---|
| Timing Repair Buffer | 103 | 0.0227 |
| Inverter | 318 | 0.0309 |
| Sequential cell | 571 | 0.369 |
| Clock buffer | 81 | 0.0437 |
| Multi-Input combinational cell | 1958 | 0.491 |
| Tap cell | 931 | 0.0299 |
| Clock inverter | 31 | 0.0129 |
Power figures rest on the tool's default switching activity, not on a simulated workload.
